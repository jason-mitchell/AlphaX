==> design/flow/design.v <==
`timescale 1ns / 1ps
module timer(rst, clk, count);
parameter size = 16;
parameter CLOCK_INPUT=25000000;  
parameter PRESCALE= CLOCK_INPUT/1000000;  
input rst;  
input clk;  
output [size-1:0] count;
reg [size-1:0] count=0;  
reg [4:0] prescale;   
always @ (posedge clk or posedge rst )
    begin
      if (rst)  
		count = 0;
     else if(count<16'hFFFF)
	  begin
			prescale = prescale +1'b1;
			if(prescale==PRESCALE)
				begin
				count = count + 1'b1;
				prescale = 0;
				end
	  end
end
endmodule
==> design/flow/run.sh <==
#!/bin/bash
# OpenROAD 26Q1-2900-gdf79404cd8, Yosys 0.63+post, stock flow scripts
make -C /OpenROAD-flow-scripts/flow DESIGN_CONFIG=/design/flow/config.mk WORK_HOME=/design/flow/orfs finish
==> design/flow/config.mk <==
export PLATFORM = sky130hd
export DESIGN_NAME = timer
export DESIGN_NICKNAME = timer
export VERILOG_FILES = /design/flow/design.v
export SDC_FILE = /design/flow/constraint.sdc
export NUM_CORES = 4
export LEC_CHECK = 1
export CORE_AREA = 10 10 87 87
export DIE_AREA = 0 0 97 97
==> design/flow/constraint.sdc <==
current_design timer

set clk_period 3.1
set clk_io_pct 0.2

create_clock -name clk0 -period $clk_period [get_ports {clk}]

set non_clock_inputs [all_inputs -no_clocks]
set_input_delay [expr $clk_period * $clk_io_pct] -clock clk0 $non_clock_inputs
set_output_delay [expr $clk_period * $clk_io_pct] -clock clk0 [all_outputs]
==> impl_metrics.tcl <==
# metrics dict for downstream scripts
set metrics [dict create \
    grt_pass1_wl_mm 3.80 \
    dr.pass1.iters 4 \
    start_kind "register" \
    dpl.hpwl_mm 1.64 \
    row_count 27 \
    insertedDiodeCount 0 \
    vias_per_cell 3.95 \
    drc 0 \
    fin_crit_sh_pct 66.1 \
    wl_per_cell_um 11.7 \
    total_power_mw 0.633 \
    cp_slowest_cell "edfxtp_1" \
    synth_area_um2 1110 \
    cp-endpoint "count[1]$_DFFE_PP0P_" \
    hold_viol 0 \
    yosys_cells 90 \
    top_area_share_pct 36.0 \
    clock_path_buffers 2 \
    synth.area.mux_share_pct 1.91 \
    cts.clk_slew.worst_paths_ns 0.07 \
    area_leaders "dfrtp_1 36%, edfxtp_1 13%, xnor2_1 8.7%" \
    min_path_type "reg2reg" \
    finalWirelength_mm 2.12 \
    ys_seq_share_pct 49.5 \
    gp_congestion 0.706 \
    cp-startpoint "prescale[0]$_SDFFCE_PN0P_" \
    worstPathRequired_ns 3.24 \
    ff2ff_setup_slack_ns 1.05 \
    cts_resized 0 \
    clkSinkCount 21 \
    fmax_mhz 488 \
    worst_pin_slew_ns 0.603 \
    crit_path_max_fanout 6 \
    tns_ns 0 \
    numCtsBuffers 3 \
    cts_tree "yes" \
    p_leak_nw 0.554 \
    htree_levels 1 \
    rsz0062_at_grt "no" \
    p_per_area_nw_per_um2 448 \
    lay_top_cells "17 x clkdlybuf4s50_1, 16 x dfrtp_1, 11 x xnor2_1, 7 x nand3_1, 6 x nand4_1" \
    layout_top_cell "clkdlybuf4s50_1" \
    slew_headroom_pct 59.8 \
    yosys_area_um2 1110 \
    root_buffer "clkbuf_8" \
    synth_xor_xnor_area_share_pct 14.1 \
    grt_overflow 0 \
    clkLatencyLatePin_ns 0.25 \
    drt_iter0_drc 45 \
    critPathMaxStageDelay_ns 0.44 \
    core_area_um2 5640 \
    antenna_found_initial 0 \
    grt_max_degree 17 \
    synthToLayoutAreaGrowth_pct 27.0 \
    logic_family "simple AND/OR/NAND/NOR gates" \
    grt_use_total_pct 4.62 \
    status "finished, final reports clean" \
    yosysWarnings 1 \
    place_inst 178 \
    finClkSkew_ns 0.00135 \
    routed-via-count 718 \
    cts_hold_buf 0 \
    r2r_cells 5 \
    die_w_um 97 \
    post_cts_buffers 0 \
    syn_avg_cell_area_um2 12.4 \
    grt_pass1_vias 800 \
    post-route-cell-area_um2 1410 \
    end_kind "register" \
    reg2reg_from "prescale[0]$_SDFFCE_PN0P_" \
    ant_nets 0 \
    io_pins 18 \
    drive_above_1_share_pct 10.9 \
    synth_area_leader_cell "dfrtp_1" \
    ys_sh_simple_pct 20.9 \
    finalSetupViolations 0 \
    die_h_um 97 \
    maxCapViolations 0 \
    slew_viol_final 0 \
    aoi_share_pct 8.44 \
    crit_chain "ha_1, nor3b_2, o31ai_4, a211oi_2, mux2_2" \
    fp-utilization_pct 19.7 \
    final_cells 182 \
    openroad.warnings 26 \
    r2r_end "count[1]$_DFFE_PP0P_" \
    ys_sh_adder_pct 3.37 \
    port-buffer-count 17 \
    cp.arrival_ns 2.19 \
    dieArea_um2 9410 \
    synth.distinct_cells 26 \
    synthCells 90 \
    dpl-instance-area_um2 1370 \
    worst_ir_drop_vdd_mv 0.156 \
    ys_ff 21 \
    min_period_ns 2.05 \
    critPathKind "reg2reg" \
]
-- kinds of logic (layout without fill, tap and decap cells) --
family                   after synthesis  count (layout)
AND/OR/NAND/NOR                       37              37
flip-flops                            21              21
XOR/XNOR                              17              17
AND-OR/OR-AND                          5               5
buffers and inverters                  5              25
adder cells (fa/ha/maj)                3               3
multiplexers                           2               2
-- area by class of cell --
type	count	area [um2]
inverter	4	15.0
tap	72	90.1
clock buffer	4	45.0
fill	590	4230
sequential	21	551
timing repair buffer	17	170
multi-input combinational	64	542
-- per-layer routing --
metal  share of wire, %  global-route usage, %  vias up  wire length [um]
met5                  0                      0        -                 0
met4               0.38                  0.676        0                 8
met3                7.8                   1.93        2               165
met2                 41                   6.85       12               872
met1                 51                   6.26      338              1080
li1                   -                      -      366                 -
-- registers in the layout, indices dropped and copies added (netlist names) --
name      cells
prescale      5
count        16
-- synth_stat cells, drive strengths merged --
| cell | instances |
|---|---|
| nor4 | 1 |
| nand4 | 6 |
| nand3 | 8 |
| and2 | 2 |
| nor3b | 1 |
| inv | 4 |
| a21oi | 1 |
| o31ai | 1 |
| dfrtp | 16 |
| and4 | 1 |
| and3 | 4 |
| nor2b | 2 |
| a211oi | 1 |
| nor2 | 5 |
| a2111oi | 2 |
| mux2 | 1 |
| xnor2 | 11 |
| and4b | 2 |
| ha | 3 |
| edfxtp | 5 |
| mux2i | 1 |
| xor2 | 6 |
| buf | 1 |
| nand2 | 5 |
-- worst min path at each step --
stage | start | end | cells after the start | slack [ns]
CTS | count[15]$_DFFE_PP0P_ | count[15]$_DFFE_PP0P_ | 1 | 0.51
global route | count[14]$_DFFE_PP0P_ | count[14]$_DFFE_PP0P_ | 1 | 0.54
finish | count[15]$_DFFE_PP0P_ | count[15]$_DFFE_PP0P_ | 1 | 0.50
-- critical path: cells and delay by family (launching register included) --
family,cells,cell delay (ns)
compound gates,2,0.57
fa+ha+maj,1,0.30
flops,1,0.44
mux,1,0.39
simple gates,1,0.24
-- through the flow --
step / hold slack (ns) / utilization [%] / setup slack (ns)
6_report: 0.499 / 25.0 / 1.05
5_1_grt: 0.544 / 25.0 / 0.877
4_1_cts: 0.510 / 25.0 / 1.05
3_5_place_dp: 0.498 / 24.2 / 1.08
3_3_place_gp: 0.502 / 24.2 / 1.11
2_1_floorplan: 0.438 / - / 1.24
-- power breakdown --
part	leakage, nW	switching [mW]	total, mW	internal [mW]
sequential	0.269	0.0375	0.352	0.315
clock	0.0228	0.0850	0.176	0.0914
combinational	0.262	0.0413	0.104	0.0629
Power figures rest on the tool's default switching activity, not on a simulated workload.
