## /design/flow/config.mk

```make
export PLATFORM = sky130hd
export DESIGN_NAME = PWM
export DESIGN_NICKNAME = PWM
export VERILOG_FILES = /design/flow/design.v
export SDC_FILE = /design/flow/constraint.sdc
export NUM_CORES = 4
export LEC_CHECK = 1
export CORE_AREA = 10 10 70 70
export DIE_AREA = 0 0 80 80
```

## /design/flow/constraint.sdc

```tcl
current_design PWM

set clk_period 2.5
set clk_io_pct 0.2

create_clock -name clk0 -period $clk_period [get_ports {clk}]

set non_clock_inputs [all_inputs -no_clocks]
set_input_delay [expr $clk_period * $clk_io_pct] -clock clk0 $non_clock_inputs
set_output_delay [expr $clk_period * $clk_io_pct] -clock clk0 [all_outputs]
```

## /design/flow/design.v

```verilog
`timescale 1ns / 1ps
module PWM(
		clk,
		reset,
		rise,
		fall,
		clk_out
    );
input wire clk;
input wire reset;
output wire clk_out;
input wire [3:0] rise; 
input wire [3:0] fall;
reg [3:0] count, count_on, count_off;
reg  pos_or_neg;
always @(posedge clk, negedge reset) begin
    if(~reset) begin
		count<= 0;
		count <= 0;
        pos_or_neg <=1;
		end 
	else  if ( (pos_or_neg ==1) )
	begin
	if ((count == count_on-1) )
		begin 
		count <=0;
		pos_or_neg <=0;  	  
		end
	else 
	count <= count+1;
	end
	else  if ( (pos_or_neg ==0) )
	begin
	if ((count == count_off-1) )
		begin 
		count <=0;
		pos_or_neg <=1;  	  
		end
	else 
	count <= count+1;
	end
end	
always @(rise, fall)
begin
count_on <= rise;
count_off <= fall;	
end	
assign clk_out = pos_or_neg;
endmodule
```

## /design/flow/run.sh

```bash
#!/bin/bash
# OpenROAD 26Q1-2900-gdf79404cd8, Yosys 0.63+post, stock flow scripts
make -C /OpenROAD-flow-scripts/flow DESIGN_CONFIG=/design/flow/config.mk WORK_HOME=/design/flow/orfs finish
```

==> notes.md <==
Physical design

Endpoints with negative setup slack in the final report add up to 0. The count of routing violations after the opening detailed-route iteration stands at 12. The highest clock frequency the design can meet stands at about 470 MHz.

Along the worst path, the maximum fanout reaches 4. After routing, the total negative slack on setup checks comes to 0 ps. The data arrival time reported for the critical path is between 2000 and 2500 ps. The final standard cell utilization of the core stands at 0.172. The critical path is of the input pin to register type. Note, the detailed placer reported a final HPWL of between 700 and 800 µm. The post-layout minimum cycle time stands at 2110 ps. The number of buffers inserted by post-CTS setup repair stands at 0. The placer's final routability congestion estimate stands at 0.783.

The share of total power dissipated in sequential elements is 0.360. The layout report lists the multi-input gate area as ~260 µm². The count of warnings emitted by yosys stands at 1.

The CTS buffer count stands at 3. The global routing report lists combined usage of all routing layers as 0.0290. The share of the clock period used by the worst path stands at 0.842.

The layout summary lists the proportion of cells stronger than drive strength 1 as 0.127. The leakage power total stands at 0.235 nW. Looking at area per cell type in the netlist, the leader is dfrtp_1.

Among all stages on the critical path, the maximum delay recorded is between 500 and 600 ps. The post-detailed-routing wire length stands at ~920 µm. The signed area change from the synthesized netlist to the final layout stands at 45.7%. STA classifies the critical path endpoint as a register. The tally of buffers added on design ports stands at 10. The starting density of the core stands at 0.118. The number of max-slew violations in the final report stands at 0. The timing report shows that the slowest cell on the worst path is clkdlybuf4s50_1.

The first global-routing pass estimated 1.45 mm of wire. In the post-synthesis netlist, the biggest area contributors are dfrtp_1 (25%), xnor2_1 (20%), xor2_1 (11%), ha_1 (9.3%), dfstp_2 (6.5%). The number of buffers between clock root and the deepest sink stands at 2. In this run the clock root is driven by a clkbuf_4.

For reference, the placement row count at floorplan is 21. The design internal power stands at between 300 and 400 µW. The depth of the CTS H-tree stands at 1. The via count of the first global-routing pass was about 310. The first detailed-routing pass took 4 iterations.

The later pin in the worst-skew pair is clocked with a latency of between 200 and 300 ps. The remaining routing DRC violations stands at 0. The core area stands at 0.00342 mm².

The mean area per synthesized cell stands at about 10 µm². The final layout report lists a filler cell count of just under 400. The critical path data required time stands at between 2000 and 3000 ps. The pin count of the biggest net entering global routing stands at 6. The repair_antennas step left the layout with diodes totalling 0.

The most critical hold endpoint after final layout shows a slack of around 470 ps. According to the hold report, the worst path is of the input pin to async pin type. TritonCTS built the clock tree. The max capacitance violation total stands at 0. The horizontal extent of the die stands at ~80 µm. The final route contains approximately 320 vias. The analysis attributes to net switching a power of around 200 µW. The flow ran to the end, and the final reports show no timing, DRC or antenna violations. After global routing the overflow that remains totals 0.

The cts-stage hold buffer count stands at 0. The maximum VDD drop stands at 0.284 mV. The number of gates given a new drive strength after cts stands at 0. The cell count of the worst reg-to-reg path stands at 4. The number of clock sinks seen by CTS stands at 5. The final setup skew stands at 7.43 ps. The synthesized flop and latch total stands at 5.

Yosys reports a chip area of between 400 and 500 µm². STA classifies the critical path startpoint as an input pin. In this run the critical path is formed by clkdlybuf4s50_1, inv_1, ha_1, xnor2_1, a211oi_1, and4_1, nor3_1.

The switching share of total power stands at 0.361. Per the detail_route report, vias per standard cell equal roughly 3.1. The vertical die dimension stands at about 80 µm. Per the slew report, the remaining headroom to the max-slew limit stands at 0.809. The average wire per standard cell stands at between 9 and 10 µm. In this run the count of I/O pins placed on the die edge is 11. The slew at the pin closest to its max-slew limit stands at 285 ps.

The proportion of power drawn by combinational gates stands at 0.467. The number of antenna violations at the first check in global routing stands at 0. Of the synthesized area, sequential elements account for 0.314. Once detail routing completed, the nets flagged for antenna violations numbered 0. The die covers around 0.0064 mm².

The share of power burned in the clock network stands at 0.173. The proportion of netlist area held by the largest area contributor stands at 0.248. Among cell families on the critical path, the largest total delay comes from buffers and inverters.

The clock-pin slew reported for the worst setup and hold paths after clock tree synthesis stands at 50 ps. The final hold violation count stands at 0. The number of cells on the critical path stands at 7.

The count of cell types in the netlist stands at 15. The cell area after synthesis stands at a little over 400 µm². The ratio of total power to cell area stands at just over 900 mW/mm². Setup repair after global routing left no endpoint under its margin. The buffers plus inverters on the worst setup path stands at 2. Counting every instance in the synthesized netlist gives about 41. After synthesis, the design contains roughly 41 cells according to Yosys. The OpenROAD warning count stands at 25. The sequential cells in the finished layout cover a total of roughly 130 µm².
cells in the final DEF, fill, tap and decap left out:
cell	Yosys	final
clkdlybuf4s50_1	0	10
xnor2_1	9	9
xor2_1	5	5
nor3_1	5	5
inv_1	4	4
dfrtp_1	4	4
ha_1	3	3
clkbuf_4	0	3
nor2_1	2	2
nand3_1	2	2
a2111oi_2	1	1
and3_2	1	1
a211oi_1	1	1
and4_1	1	1
nor3b_2	1	1
a21o_1	1	1
clkbuf_1	0	1
dfstp_2	1	1
per-stage QoR:
stage | area (µm²) | instances | total power, mW | worst slack, ps
2_1_floorplan | 403 | 41 | 0.370 | 818
5_1_grt | 587 | 101 | 0.586 | 304
6_report | 587 | 101 | 0.540 | 394
4_1_cts | 587 | 101 | 0.549 | 419
3_5_place_dp | 561 | 97 | 0.449 | 175
3_3_place_gp | 561 | 97 | 0.449 | 165
worst register-to-register path: cells and delay by family (launching register included):
family,cells,cell delay (ps)
AND-OR/OR-AND,1,290
AND/OR/NAND/NOR,2,420
flip-flops,1,420
XOR/XNOR,1,150
routing by layer:
layer | GRT usage | vias to the layer above | wire, µm
met1 | 0.0416 | 137 | 483
met4 | 0.00176 | 0 | 0
met5 | 0 | - | 0
li1 | - | 167 | -
met2 | 0.0305 | 12 | 298
met3 | 0.0273 | 0 | 136
logic make-up (layout without fill, tap and decap cells):
family	Yosys count	after routing	share of synthesized area
adders and majority gates	3	3	0.0932
buffers and inverters	4	18	0.0373
and+or+nand+nor	12	12	0.177
AOI/OAI and AO/OA	3	3	0.0745
xor gates and xnor gates	14	14	0.304
DFF	5	5	0.314
cell usage after synthesis:
| cell | count |
|---|---|
| a2111oi_2 | 1 |
| a211oi_1 | 1 |
| a21o_1 | 1 |
| and3_2 | 1 |
| and4_1 | 1 |
| dfrtp_1 | 4 |
| dfstp_2 | 1 |
| ha_1 | 3 |
| inv_1 | 4 |
| nand3_1 | 2 |
| nor2_1 | 2 |
| nor3_1 | 5 |
| nor3b_2 | 1 |
| xnor2_1 | 9 |
| xor2_1 | 5 |
state kept, by name (all words and copies together), names as in the netlist:
| signal | count |
|---|---|
| count | 4 |
| pos_or_neg | 1 |
power by group through the flow:
stage     registers, mW  logic (mW)  clock network [mW]
4_1_cts           0.195       0.256              0.0974
5_1_grt           0.201       0.281               0.104
6_report          0.194       0.252              0.0935
layout make-up:
type / count / area share
Multi-Input combinational cell: 32 / 0.446
Tap cell: 46 / 0.0981
Clock buffer: 4 / 0.0448
Sequential cell: 5 / 0.215
Timing Repair Buffer: 10 / 0.171
Inverter: 4 / 0.0256
worst paths after layout:
kind | start | to | slack [ps]
setup / recovery | rise[0] | count[2] | 390
hold reg to reg | pos_or_neg | pos_or_neg | 550
min in group clk0 | pos_or_neg | pos_or_neg | 550
setup reg to reg | count[1] | count[2] | 1090
max in group asynchronous | reset | pos_or_neg | 1770
hold / removal | reset | count[3] | 470
Power is estimated from default activity; no workload was simulated.
