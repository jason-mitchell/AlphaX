==> flow/design.v <==
`timescale 1ns / 1ps
module spi
#(
parameter NO_OPERATION = 'h00,
parameter WRITE_LED_PORT = 'h01,
parameter READ_CHIP_ID = 'h06,
parameter READ_VENDOR_ID = 'h19,
parameter READ_PORT = 'h1F,
parameter CHIP_ID = 'h71,			 
parameter VENDOR_ID = 'hAE,		 
parameter ACK = 'h01,				 
parameter NAK = 'h80					 
)
(
			SCLK,
			MOSI,
			MISO,
			SS,
			LEDPORT,
			NRST,
			BYTE_IN,
			INPUTPORT
    );
input SCLK;							 
input MOSI;							 
input SS;							 
input NRST;							 
input [7:0] INPUTPORT;			 
output reg MISO = 0;				 
reg[7:0]SPIDATA_IN = 0;				 
reg[7:0]SPIDATA_OUT = 0;		 
output reg[7:0]LEDPORT = 0;	 
output reg BYTE_IN = 0;					 
reg[3:0] BITCNT = 0;				 
reg[7:0] DEVCMD = 0;				 
reg CMDDATA = 0;					 
always @ (posedge BYTE_IN or posedge NRST) begin
		if (NRST)
			begin
			LEDPORT = 0;
			DEVCMD = 0;
			SPIDATA_OUT = 0;
			end
		else
			begin
				SPIDATA_OUT = 'h00;									 
				if(CMDDATA == 0)
					begin
					DEVCMD = SPIDATA_IN;							 
					case(DEVCMD)
						WRITE_LED_PORT: SPIDATA_OUT = ACK;	
						READ_CHIP_ID: SPIDATA_OUT = CHIP_ID;
						NO_OPERATION: SPIDATA_OUT = ACK;
						READ_VENDOR_ID: SPIDATA_OUT = VENDOR_ID;
						READ_PORT: SPIDATA_OUT = INPUTPORT;
						default: SPIDATA_OUT = NAK;
					endcase
					CMDDATA = 1;						 
					end
				else
					begin
					case(DEVCMD)
						WRITE_LED_PORT: LEDPORT = SPIDATA_IN;					
					endcase
					CMDDATA = 0;
				end
			end
end
always @ (posedge SCLK)
if (~SS) begin													 
	SPIDATA_IN[7:0] <={MOSI, SPIDATA_IN[7:1]};		 
end
always @ (posedge SCLK)
if (~SS) begin
	MISO = SPIDATA_OUT[BITCNT];							 
end
always @ (negedge SCLK or posedge NRST) begin
					if(NRST) begin
						BITCNT = 0;
						BYTE_IN = 0;
					end
					else 
					begin
					if(~SS)
						BITCNT = BITCNT + 1;			 
					if (BITCNT == 8) begin
						BYTE_IN = 1;				 
						BITCNT = 0;					 
						end
					else 
						BYTE_IN = 0;				 
					end
end
endmodule
==> flow/run.sh <==
#!/bin/bash
# OpenROAD 26Q1-2900-gdf79404cd8, Yosys 0.63+post, stock flow scripts
make -C /OpenROAD-flow-scripts/flow DESIGN_CONFIG=/design/flow/config.mk WORK_HOME=/design/flow/orfs finish
==> flow/config.mk <==
export PLATFORM = sky130hd
export DESIGN_NAME = spi
export DESIGN_NICKNAME = spi
export VERILOG_FILES = /design/flow/design.v
export SDC_FILE = /design/flow/constraint.sdc
export NUM_CORES = 4
export LEC_CHECK = 1
export CORE_UTILIZATION = 40
==> flow/constraint.sdc <==
current_design spi

set clk_period 1.5
set clk_io_pct 0.2

create_clock -name clk0 -period $clk_period [get_ports {SCLK}]

set non_clock_inputs [all_inputs -no_clocks]
set_input_delay [expr $clk_period * $clk_io_pct] -clock clk0 $non_clock_inputs
set_output_delay [expr $clk_period * $clk_io_pct] -clock clk0 [all_outputs]
==> flow_metrics.env <==
# physical design summary
export IMPL_setup_violations=4
export IMPL_ys_ff=39
export IMPL_cts_buffers=3
export IMPL_routed_via_density=5.04
export IMPL_start_kind="register"
export IMPL_seq_power_share=0.459
export IMPL_common_cells="dfrtp_1, edfxtp_1, mux2_2, mux2_4, nand3_1"
export IMPL_endpoint_kind="register"
export IMPL_status="finished, violations left"
export IMPL_clkLatencyLatePin_ns=0.25
export IMPL_unclocked_regs=25
export IMPL_slew_headroom=0.529
export IMPL_synth_edff_count=10
export IMPL_ys_cells=105
export IMPL_io_pins=22
export IMPL_slowest_delay_ns=0.52
export IMPL_finalInstanceArea_um2=2040
export IMPL_syn_area_per_cell_um2=15.3
export IMPL_drive_gt1_frac=0.319
export IMPL_p_comb_frac=0.366
export IMPL_antenna_cells=0
export IMPL_worstSetupPathDepth=2
export IMPL_ys_warn_count=1
export IMPL_place_congestion=0.846
export IMPL_ys_area_um2=1600
export IMPL_area_growth_pct=27.4
export IMPL_synthTopCellsByArea="dfrtp_1, edfxtp_1, dfrtn_1"
export IMPL_holdCritStartpoint="BITCNT[2]"
export IMPL_cts_tree="done"
export IMPL_timing_hold_ws_ns=0.584
export IMPL_clockBufferDepth=2
export IMPL_untimed_endpoints=34
export IMPL_top_area_cell="dfrtp_1"
export IMPL_swShare=0.273
export IMPL_worst_r2r_setup_slack_ns=-0.79
export IMPL_grt_pass1_wl_um=4770
export IMPL_clock_skew_ns=0.0163
export IMPL_ant_nets=0
export IMPL_tightest_slew_ns=0.705
export IMPL_switchingPower_uw=469
export IMPL_grt_pass1_vias=996
export IMPL_hold_buffers=0
export IMPL_track_usage=0.155
export IMPL_grt_max_degree=25
export IMPL_antenna_found_initial=0
export IMPL_syn_area_um2=1600
export IMPL_die_h_um=65.3
export IMPL_yosys_cell_count_top_type="dfrtp_1"
export IMPL_ir_drop_v=0.000359
export IMPL_cap_violations=0
export IMPL_clkPwrFrac=0.175
export IMPL_r2r_start="BITCNT[0]"
export IMPL_stdcell_count=186
export IMPL_cp_max_fo=3
export IMPL_grt_setup_unrepaired="true"
export IMPL_dpl_cell_area_um2=1950
export IMPL_cpLargestDelayFamily="multiplexers"
export IMPL_port_buffers=21
export IMPL_p_int_mw=1.25
export IMPL_htree_levels=1
export IMPL_fp_util=0.428
export IMPL_ys_seq_frac=0.641
export IMPL_via_count=937
export IMPL_place_inst=180
export IMPL_cp_required_ns=1.49
export IMPL_cts_root_buf="clkbuf_8"
export IMPL_worstRegToRegCells=2
export IMPL_crit_path_cell_trace="mux4_2 -> mux2_4"
export IMPL_cp_startpoint="BITCNT[0]"
export IMPL_synthCells=105
export IMPL_warnings=28
export IMPL_finalHoldViolations=0
export IMPL_r2r_end="MISO"
export IMPL_leakage_nw=0.873
export IMPL_utilization=0.545
export IMPL_arrival_ns=2.28
export IMPL_post_dp_hpwl_um=2040
export IMPL_p_total_mw=1.72
export IMPL_hp_class="register to register"
export IMPL_post_drt_wl_per_cell_um=14.8
export IMPL_slowest_stage="mux4_2"
export IMPL_die_w_um=65.3
export IMPL_rows=22
export IMPL_synth_top_area_share=0.375
export IMPL_core_region_area_um2=3740
export IMPL_flop_cell="dfrtp_1"
export IMPL_dr_pass1_iters=4
export IMPL_async_flop_share=0.744
export IMPL_grt_overflow=0
export IMPL_path_class="register to register"
export IMPL_setup_slack_ns=-0.789
export IMPL_die_area_um2=4260
export IMPL_synthDistinctLibCells=32
export IMPL_violations="setup timing"
export IMPL_path_buffers=0
export IMPL_crit_end="MISO"
export IMPL_drc=0
export IMPL_clk_pin_slew_worst_paths_ns=0.06
export IMPL_slew_viol_final=0
export IMPL_drt_total_wl_um=2760
export IMPL_powerDensity_nw_per_um2=842
export IMPL_drt_initial_drc_count=47
## layout by cell type, fill, tap and decap left out, drive strengths merged, types with 2 or more instances in the layout
cell type      Yosys  layout
or4                2       2
nor2               2       2
xnor2              2       2
edfxtp            10      10
mux2              18      18
o211ai             2       2
a21oi              6       6
mux4               2       2
nand3              7       7
nand4              2       2
buf                1      13
clkdlybuf4s50      0      19
dfrtn              5       5
dfrtp             24      24
inv                3       2
clkbuf             2       3
nor3               2       2
## state kept, by name, indices dropped and copies added, names as in the netlist
| name | count |
|---|---|
| BYTE_IN | 1 |
| BITCNT | 4 |
| SPIDATA_IN | 8 |
| DEVCMD | 8 |
| LEDPORT | 8 |
| CMDDATA | 1 |
| SPIDATA_OUT | 8 |
| MISO | 1 |
## per-stage QoR
stage	worst slack, ns	TNS, ns
3_5_place_dp	-0.969	-4.72
6_report	-0.789	-1.62
4_1_cts	-0.799	-1.62
2_1_floorplan	-0.762	-1.53
5_1_grt	-0.828	-1.82
3_3_place_gp	-0.943	-4.64
## repair_timing
| item | CTS | global route |
|---|---|---|
| buffers inserted | 1 | 1 |
| setup endpoints to repair | 7 | 4 |
| gates resized | 13 | 1 |
| pin swaps | 1 | 0 |
## power by group through the flow
| stage | Clock, mW | Combinational, mW | Sequential [mW] |
|---|---|---|---|
| CTS | 0.304 | 0.622 | 0.786 |
| global route | 0.320 | 0.700 | 0.808 |
| finish | 0.301 | 0.628 | 0.788 |
## worst reg2reg max path, stage by stage, from the launching register on
cell	delay, ns
dfrtn_1	0.48
mux4_2	0.52
mux2_4	0.27
## worst min-delay path by stage
stage	endpoint	slack (ns)	cells after the start
finish	BITCNT[2]	0.58	1
global route	SPIDATA_IN[3]	0.62	4
CTS	BITCNT[2]	0.56	1
## cell type report
type / instances / area [um^2]
clock buffer: 3 / 41.3
clock inverter: 1 / 3.75
fill: 315 / 1700
inverter: 3 / 15.0
multi-input combinational: 60 / 589
sequential: 39 / 1030
tap: 48 / 60.1
timing repair buffer: 32 / 305
## cells by family after synthesis
family / after synthesis / synth area share
mux: 20 / 0.173
xor+xnor: 3 / 0.0164
flops: 39 / 0.641
buf+inv: 6 / 0.0188
simple gates: 25 / 0.0984
fa+ha+maj: 1 / 0.00781
compound gates: 11 / 0.0445
## layer usage
layer / wire length (um) / track usage / share of wire / vias to the layer above
li1: - / - / - / 454
met3: 237 / 0.0599 / 0.086 / 0
met4: 0 / 0.0109 / 0 / 0
met2: 1180 / 0.223 / 0.43 / 32
met5: 0 / 0 / 0 / -
met1: 1340 / 0.249 / 0.49 / 451
Power is estimated from default activity; no workload was simulated.
